<file path="flow/constraint.sdc">
current_design lab3_2

set clk_period 1.0
set clk_io_pct 0.2

create_clock -name clk0 -period $clk_period

set non_clock_inputs [all_inputs -no_clocks]
set_input_delay [expr $clk_period * $clk_io_pct] -clock clk0 $non_clock_inputs
set_output_delay [expr $clk_period * $clk_io_pct] -clock clk0 [all_outputs]
</file>
<file path="flow/design.v">
module lab3_2(
    input wire [3:0] in,
    output wire out_prime,
    output wire [4:0] out_mul
    );
    assign out_prime = (in == 4'b0010) | (in == 4'b0011) | 
                       (in == 4'b0101) | (in == 4'b0111) |
                       (in == 4'b1011) | (in == 4'b1101);
    assign out_mul[0] = (in == 4'b0010) | (in == 4'b0100) | (in == 4'b0110) | (in == 4'b1000) | (in == 4'b1010) | (in == 4'b1100) | (in == 4'b1110);
    assign out_mul[1] = (in == 4'b0011) | (in == 4'b0110) | (in == 4'b1001) | (in == 4'b1100);
    assign out_mul[2] = (in == 4'b0101);
    assign out_mul[3] = (in == 4'b0111);
    assign out_mul[4] = (in == 4'b1011);
endmodule
</file>
<file path="flow/config.mk">
export PLATFORM = sky130hd
export DESIGN_NAME = lab3_2
export DESIGN_NICKNAME = lab3_2
export VERILOG_FILES = /design/flow/design.v
export SDC_FILE = /design/flow/constraint.sdc
export NUM_CORES = 4
export LEC_CHECK = 1
export CORE_AREA = 10 10 70 70
export DIE_AREA = 0 0 80 80
</file>
<file path="flow/run.sh">
#!/bin/bash
# OpenROAD 26Q1-2900-gdf79404cd8, Yosys 0.63+post, stock flow scripts
make -C /OpenROAD-flow-scripts/flow DESIGN_CONFIG=/design/flow/config.mk WORK_HOME=/design/flow/orfs finish
</file>
==> datasheet_impl.txt <==
Physical implementation characteristics

Parameter                              Value

Logic synthesis
  Count of mapped cells out of synthesis .................. 12
  Syn Std Cell Area .................. 87.58 µm²
  Top post-synthesis cells by area .................. sky130_fd_sc_hd__and4b_1, sky130_fd_sc_hd__xnor2_1, sky130_fd_sc_hd__and4bb_1
  Share of the yosys chip area belonging to registers .................. 0%
  Post-synthesis cell type with the largest combined area .................. sky130_fd_sc_hd__and4b_1
  Yosys warnings .................. 0
  Mean cell area of the mapped netlist .................. 7.299 µm²
  Yosys stat area .................. 87.58 µm²
  Fraction of synthesized cell area taken by the top area cell type .................. 22.86%
  Distinct lib cells .................. 8
  Yosys stat cell total .................. 12

Floorplanning
  Width of the die .................. 80 µm
  Row count .................. 21
  Die Outline Area .................. 6400 µm²
  Top-Level Pins .................. 10
  Height of the die .................. 80 µm
  Fraction of the core area occupied by cells at floorplan .................. 2.564%
  Floorplan core area .................. 3416 µm²

Global routing
  Total global-route track usage .................. 0.9467%
  Global-route wire length before repair .................. 517 µm
  Number of global-route vias before repair .................. 101
  Pin count of the biggest net entering global routing .................. 9
  Grt total ovfl .................. 0
  Initial antenna violation count .................. 0

Final timing
  Setup repair after global routing missed its margin .................. true
  Aggregate negative setup slack .................. 0 ps
  Fmax .................. 1.047 GHz
  Final Max Tran Viols .................. 0
  Tmin final .................. 955.0 ps
  Number of hold violations in the final report .................. 0
  Crit share post-route .................. 95.50%
  Final-report setup violation count .................. 0
  Slew @ Worst Pin .................. 109.6 ps
  Minimum hold slack .................. 736.3 ps
  Worst rel slew slack .................. 92.67%

Final layout
  Number of clock buffers in the layout .................. 0
  Layout cell share with drive strength beyond 1 .................. 38.10%
  FILL cells .................. 403
  Sequential cell area .................. 0 µm²
  Layout overhead on the synthesized area .................. 204.3%
  FFs & Latches .................. 0

Critical path
  Data required time of the critical path .................. 800 ps
  Critical Path Start Type .................. input port
  Critical path class .................. input port to primary output
  Arr. time, crit path .................. 750 ps
  Setup crit end kind .................. primary output
  Critical-path maximum fanout .................. 7

Pwr
  VDD IR max .................. 0.02851 mV
  Power Total .................. 0.00007803 W
  Leakage power summed over all cells .................. 0.1069 nW
  Total power per unit cell area .................. 292.8 nW/µm²

Status
  Run status .................. complete, no violations

Route
  Total wirelength of the detailed-routed design .................. 348 µm
  DR vias .................. 119
  Average via count per standard cell .................. 1.776
  Routed length per instance .................. 5.194 µm
  Number of nets with antenna violations after routing .................. 0
  Detailed router's first-iteration violation count .................. 0
  Count of antenna diodes in the layout .................. 0
  First-pass iteration count of the detailed router .................. 1
  Residual DRC .................. 0

Clock network
  Number of post-CTS setup repair buffers .................. 0
  Hold buffers post-CTS .................. 0

Min path
  Number of cells on the worst hold path .................. 3
  Type of the tightest min-delay check .................. input port to primary output

Flow run
  Max Cap Viol .................. 0
  Number of warnings in the stage logs .................. 33

Placement
  Final RePlAce weighted congestion .................. 0.7451
  Count of buffers from port buffering .................. 10
[layout make-up]
type	count	area (µm²)	area share (%)
tap	46	57.56	21.60
timing repair buffer	10	97.59	36.62
multi-input combinational	11	111.4	41.78
[metal layers]
layer | global-route usage (%) | wire, µm | vias to the layer above
li1 | - | - | 64
met1 | 1.055 | 126 | 46
met2 | 1.525 | 129 | 9
met3 | 0.6818 | 92 | 0
met4 | 0 | 0 | 0
met5 | 0 | 0 | -
[metrics by stage]
| stage | utilization, % | cells | setup WS (ps) | cell area [µm²] |
|---|---|---|---|---|
| global route | 7.802 | 67 | 12.72 | 266.5 |
| global placement | 7.033 | 67 | -705.6 | 240.2 |
| floorplan | - | 12 | 234.2 | 87.58 |
| CTS | 6.813 | 67 | 9.050 | 232.7 |
| finish | 7.802 | 67 | 45.01 | 266.5 |
| detailed placement | 7.033 | 67 | -725.9 | 240.2 |
[cell families (layout without fill, tap and decap cells)]
logic type | after synthesis | count (layout) | synth area share [%]
buffers and inverters | 1 | 10 | 5.709
AND-OR/OR-AND | 1 | 1 | 12.86
XOR/XNOR | 2 | 2 | 20.00
AND/OR/NAND/NOR | 8 | 8 | 61.42
[repair_timing]
| action | 4_1_cts | 5_1_grt |
|---|---|---|
| gates resized | 28 | 10 |
| gates cloned | 0 | 0 |
| setup endpoints to repair | 6 | 4 |
| hold endpoints to repair | 0 | 0 |
| pin swaps | 6 | 3 |
[synthesized netlist by cell type]
cell type and number:
sky130_fd_sc_hd__nor2_1 3, sky130_fd_sc_hd__and4b_1 2, sky130_fd_sc_hd__xnor2_1 2, sky130_fd_sc_hd__and4bb_1 1
sky130_fd_sc_hd__buf_2 1, sky130_fd_sc_hd__nand3_1 1, sky130_fd_sc_hd__nor3_1 1, sky130_fd_sc_hd__o221a_1 1
[placed cells by master, fill, tap and decap left out]
master	n
sky130_fd_sc_hd__clkdlybuf4s15_1	3
sky130_fd_sc_hd__buf_6	3
sky130_fd_sc_hd__o221a_1	1
sky130_fd_sc_hd__and4b_1	2
sky130_fd_sc_hd__xnor2_2	2
sky130_fd_sc_hd__nand3_1	1
sky130_fd_sc_hd__dlygate4sd2_1	3
sky130_fd_sc_hd__buf_4	1
sky130_fd_sc_hd__and4bb_1	1
sky130_fd_sc_hd__nor2_1	2
sky130_fd_sc_hd__nor2_2	1
sky130_fd_sc_hd__nor3_4	1
[critical path: stages]
cell and delay, ps:
sky130_fd_sc_hd__buf_6 110, sky130_fd_sc_hd__and4bb_1 240, sky130_fd_sc_hd__dlygate4sd2_1 200
[worst paths after layout]
check	from	end	slack, ps
worst min-delay path	in[0]	out_mul[0]	740
worst max-delay path	in[1]	out_mul[2]	50
[where the power goes]
part / internal (W) / total, W / leakage, nW / switching, W
logic: 0.0000495 / 0.0000780 / 0.107 / 0.0000285
clock network: 0 / 0 / 0 / 0
registers: 0 / 0 / 0 / 0
Power is estimated from default activity; no workload was simulated.
