--- /design/flow/run.sh ---
#!/bin/bash
# OpenROAD 26Q1-2900-gdf79404cd8, Yosys 0.63+post, stock flow scripts
make -C /OpenROAD-flow-scripts/flow DESIGN_CONFIG=/design/flow/config.mk WORK_HOME=/design/flow/orfs finish
--- /design/flow/config.mk ---
export PLATFORM = sky130hd
export DESIGN_NAME = lab3_1
export DESIGN_NICKNAME = lab3_1
export VERILOG_FILES = /design/flow/design.v
export SDC_FILE = /design/flow/constraint.sdc
export NUM_CORES = 4
export LEC_CHECK = 1
export CORE_AREA = 10 10 70 70
export DIE_AREA = 0 0 80 80
--- /design/flow/constraint.sdc ---
current_design lab3_1

set clk_period 1.0
set clk_io_pct 0.2

create_clock -name clk0 -period $clk_period

set non_clock_inputs [all_inputs -no_clocks]
set_input_delay [expr $clk_period * $clk_io_pct] -clock clk0 $non_clock_inputs
set_output_delay [expr $clk_period * $clk_io_pct] -clock clk0 [all_outputs]
--- /design/flow/design.v ---
module decoder(
    input wire en,
    input wire [1:0] in,
    output wire [3:0] out 
    );
    nand(out[0], ~in[0], ~in[1], ~en);
    nand(out[1],  in[0], ~in[1], ~en);
    nand(out[2], ~in[0],  in[1], ~en);
    nand(out[3],  in[0],  in[1], ~en);
endmodule
module lab3_1(
    input wire en,
    input wire [3:0] in,
    output wire [15:0] out
    );
    wire [3:0] group_enable;
    decoder top(
    .en(en),
    .in(in[3:2]),
    .out(group_enable)
    );
    decoder d10(
    .en(group_enable[0]), 
    .in(in[1:0]),
    .out(out[3:0])
    );
    decoder d11(
    .en(group_enable[1]),
    .in(in[1:0]), 
    .out(out[7:4])
    );
    decoder d12(
    .en(group_enable[2]),
    .in(in[1:0]),
    .out(out[11:8])
    );
    decoder d13(
    .en(group_enable[3]),
    .in(in[1:0]), 
    .out(out[15:12])
    );
endmodule
==> metrics.log <==
[flow] final metrics
[metrics] final hold violation count: 0
[metrics] number of warnings in the stage logs: 34
[metrics] standard cell core area: 3420 um^2
[metrics] first-pass GRT wire length: between 1500 and 2000 um
[metrics] router iterations before antenna repair: 3
[metrics] Worst Setup Slack, final: -0.0664 ns
[metrics] leakage power figure: 0.000206 uW
[metrics] DRC violation total after the first TritonRoute iteration: 2
[metrics] register area share after synthesis: 0
[metrics] number of placed instances, taps included: 93
[metrics] fraction of synthesized cell area in xor and xnor cells: 0
[metrics] n_diodes: 0
[metrics] min-delay worst type: input pin to output port
[metrics] count of instantiated cells in the yosys netlist: 23
[metrics] starting density of the core: 0.0381
[metrics] Combinational Area: 193 um^2
[metrics] data arrival at the endpoint of the critical path: just under 0.9 ns
[metrics] Max VDD drop: 0.0000384 V
[metrics] number of fillers in the final layout: just under 400
[metrics] total I/O pin count: 21
[metrics] Core Util, Final: 0.155
[metrics] kind of end point of the critical path: output port
[metrics] Slowest-stage cell, CP: and3b_2
[metrics] Clock Buffer Count: 0
[metrics] Routed wire per std cell: 10.1 um
[metrics] Final Power: around 150 uW
[metrics] WHS Path Cells: 3
[metrics] final critical delay including setup and external delays: 1.07 ns
[metrics] num rows: 21
[metrics] chip area in the Yosys report: 130 um^2
[metrics] Crit Path Category: input pin to output port
[metrics] cell area after synthesis: 130 um^2
[metrics] DP HPWL: just under 800 um
[metrics] post-synthesis to final-layout area growth: 308%
[metrics] setup repair after global routing missed its margin: yes
[metrics] Fmax: ~940 MHz
[metrics] vias per cell: 2.91
[metrics] final weighted congestion of routability-driven global placement: 0.738
[metrics] worst slack on hold paths: 0.635 ns
[metrics] Detailed Route WL: 1060 um
[metrics] status: finished, violations left
[metrics] required time reported for the critical path endpoint: roughly 0.80 ns
[metrics] antenna violations before repair: 0
[metrics] prevailing logic family in the synthesized netlist: simple AND/OR/NAND/NOR gates
[metrics] Max-slew headroom: 0.860
[metrics] overflow left after global routing: 0
[metrics] power per unit of standard cell area: 276 nW/um^2
[metrics] Setup TNS Final: -0.595 ns
[metrics] kind of launch point of the worst setup path: input pin
[metrics] die outline width: 80 um
[metrics] antenna violation net count after detailed routing: 0
[metrics] final max-slew violation count: 0
[metrics] post-layout period usage: 1.07
[metrics] flip-flop and latch area: 0 um^2
[metrics] compound-cell area share of the yosys netlist: 0
[metrics] vertical die size: 80 um
[metrics] largest fanout on the critical path: 4
[metrics] Post-Syn Instances: 23
[metrics] via count of the routed design: between 300 and 400
[metrics] Chip Area: 6400 um^2
[metrics] synthesis warning total: 0
[metrics] share of synthesized cell area in full adder, half adder and majority cells: 0
[metrics] aggregate global-route resource usage: 0.0293
[metrics] simple-gate area share of the yosys netlist: 1.00
[metrics] total of max-cap violations: 0
[metrics] violations in the final reports: setup timing
[metrics] distinct lib cells: 7
[metrics] Seq Cell Count: 0
[metrics] CP Cell Sequence: buf_12 > and3b_2 > buf_6 > nand3_2 > buf_2
[metrics] transition at the pin with the smallest max-transition slack: 0.210 ns
[metrics] Port-buffer cells: 21
[metrics] vias in the first global route: ~290
[metrics] syn avg cell area: between 5 and 6 um^2
[metrics] ratio of cells with drive above 1 in the final layout: 0.864
[metrics] pin count of the biggest net entering global routing: 6
[metrics] DRC violation count after routing: 0
[metrics] number of non-filler instances in the completed layout: 105
[metrics] highest cell delay on the worst timing path: 0.28 ns
[metrics] Mux area share: 0
[metrics] Setup violations, final: 15
-- cell usage in the layout (no fill, tap or decap) --
cell type  netlist  layout
buf_2            0      15
buf_4            0       9
nand2_1         12       8
buf_6            0       8
nand3_2          0       4
nand2_2          0       4
nor2b_4          0       2
nor3b_4          0       2
nor3_4           0       1
nor2_2           0       1
and3b_2          0       1
buf_12           0       1
clkbuf_4         0       1
buf_8            0       1
clkbuf_2         0       1
-- synth_stat cells --
| library cell | count | area share |
|---|---|---|
| nand2_1 | 12 | 0.35 |
| nand3_1 | 4 | 0.15 |
| nor2b_2 | 2 | 0.13 |
| nor3b_2 | 2 | 0.19 |
| and3b_1 | 1 | 0.067 |
| nor2_1 | 1 | 0.029 |
| nor3_2 | 1 | 0.077 |
-- final cells by class --
class,instances,area share
Timing Repair Buffer,36,0.528
Multi-Input combinational cell,23,0.363
Tap cell,46,0.108
-- through the flow --
stage | worst slack (ns) | area, um^2
3_3_place_gp | -0.820 | 420
5_1_grt | -0.0959 | 531
3_5_place_dp | -0.813 | 420
6_report | -0.0664 | 531
2_1_floorplan | 0.299 | 130
4_1_cts | -0.0665 | 515
-- logic make-up (layout without fill, tap and decap cells) --
logic type	after synthesis	count (layout)
buffers and inverters	0	36
AND/OR/NAND/NOR	23	23
-- per-layer routing --
layer,vias up,track usage,share of wire
li1,152,-,-
met1,140,0.0343,0.39
met2,14,0.0522,0.48
met3,0,0.0114,0.13
met4,0,0,0
met5,-,0,0
-- worst max-delay path: cells and delay by family --
kind / cells / cell delay, ns
AND/OR/NAND/NOR: 2 / 0.34
buffers and inverters: 3 / 0.33
-- report_power, final --
part	internal, uW	switching [uW]
clock	0	0
combinational	87.6	58.7
sequential	0	0
-- worst paths after layout --
path	start	to	slack [ns]
max	en	out[15]	-0.07
min	in[0]	out[15]	0.64
-- timing repair --
action,4_1_cts,5_1_grt
endpoints found under the setup margin,16,16
hold buffers,0,0
buffers inserted,12,0
pin swaps,14,2
resized,98,7
Power and IR drop assume default switching activity.
