File: ./constraint.sdc
current_design lab4_fpga

set clk_period 4.6
set clk_io_pct 0.2

create_clock -name clk0 -period $clk_period [get_ports {clk}]

set non_clock_inputs [all_inputs -no_clocks]
set_input_delay [expr $clk_period * $clk_io_pct] -clock clk0 $non_clock_inputs
set_output_delay [expr $clk_period * $clk_io_pct] -clock clk0 [all_outputs]
File: ./design.v
module halfAdder(
    input in_a,
    input in_b,
    output out_s,
    output out_c
    );
    xor(out_s, in_a, in_b);
    and(out_c, in_a, in_b);
endmodule
module fullAdder(
    input in_a,
    input in_b,
    input in_c,
    output out_s,
    output out_c
    );
    wire w1, w2, w3;
    halfAdder HA1(
        .in_a(in_a),
        .in_b(in_b),
        .out_s(w1),
        .out_c(w2)
    );
    halfAdder HA2(
        .in_a(w1),
        .in_b(in_c),
        .out_s(out_s),
        .out_c(w3)
    );
    assign out_c = w2 | w3;
endmodule
module lab4_2(
    input [4:0] in_a,
    input [4:0] in_b,
    input in_c,
    output [4:0] out_s,
    output out_c
    );
    assign in_c = 0;
    wire [5:1] carry;
    fullAdder FA1(
        .in_a(in_a[0]),
        .in_b(in_b[0]),
        .in_c(in_c),
        .out_s(out_s[0]),
        .out_c(carry[1])
    );
    fullAdder FA2(
        .in_a(in_a[1]),
        .in_b(in_b[1]),
        .in_c(carry[1]),
        .out_s(out_s[1]),
        .out_c(carry[2])
    );
    fullAdder FA3(
        .in_a(in_a[2]),
        .in_b(in_b[2]),
        .in_c(carry[2]),
        .out_s(out_s[2]),
        .out_c(carry[3])
    );
    fullAdder FA4(
        .in_a(in_a[3]),
        .in_b(in_b[3]),
        .in_c(carry[3]),
        .out_s(out_s[3]),
        .out_c(carry[4])
    );
    fullAdder FA5(
        .in_a(in_a[4]),
        .in_b(in_b[4]),
        .in_c(carry[4]),
        .out_s(out_s[4]),
        .out_c(carry[5])
    );
    assign out_c = carry[5];
endmodule
module lab4_3(
    input [4:0] in_a,
    input [4:0] in_b,
    input in_c,
    output [4:0] out_s,
    output out_c
    );
    wire [5:0] carry;
    lab4_2 RS1(
    .in_a(in_a),
    .in_b(~in_b),
    .in_c(in_c),
    .out_s(out_s),
    .out_c(out_c)
    );
endmodule
module lab4_4(
    input [4:0]in_a,
    input [2:0]in_b,
    output [7:0]out_m
    );
    wire [4:0] partial1, partial2, partial4;
    wire [5:0] partial3;
    assign out_m[0] = in_a[0] & in_b[0];
    assign partial1[0] = in_a[1] & in_b[0];
    assign partial1[1] = in_a[2] & in_b[0];
    assign partial1[2] = in_a[3] & in_b[0];
    assign partial1[3] = in_a[4] & in_b[0];
    assign partial1[4] = 0;
    assign partial2[0] = in_a[0] & in_b[1];
    assign partial2[1] = in_a[1] & in_b[1];
    assign partial2[2] = in_a[2] & in_b[1];
    assign partial2[3] = in_a[3] & in_b[1];
    assign partial2[4] = in_a[4] & in_b[1];
    lab4_2 Adder1(
        .in_a(partial1[4:0]),
        .in_b(partial2[4:0]),
        .in_c(0),
        .out_s(partial3[4:0]),
        .out_c(partial3[5])
    );
    assign out_m[1] = partial3[0];
    assign partial4[0] = in_a[0] & in_b[2];
    assign partial4[1] = in_a[1] & in_b[2];
    assign partial4[2] = in_a[2] & in_b[2];
    assign partial4[3] = in_a[3] & in_b[2];
    assign partial4[4] = in_a[4] & in_b[2];
    lab4_2 Adder2(
        .in_a(partial3[5:1]),
        .in_b(partial4[4:0]),
        .in_c(0),
        .out_s(out_m[6:2]),
        .out_c(out_m[7])
    );
endmodule
`timescale 1ns / 1ps
module lab4_fpga(
    input clk,
    input btnCenter, btnTop, btnBottom, btnLeft, btnRight,
    input [0:15] sw,  
    output reg [0:3] ssSel,  
    output reg [0:7] ssDisp,  
    output reg [0:15] led
    );
    reg [4:0] A_add;
    reg [4:0] B_add;
    wire CARRY_add;
    wire [4:0] OUT_add;
    reg [4:0] A_sub;
    reg [4:0] B_sub;
    wire CARRY_sub;
    wire [4:0] OUT_sub;
    reg [4:0] A_mul;
    reg [2:0] B_mul;
    wire [7:0] OUT_mul;
    lab4_2 ripple_adder(
      .in_a(A_add),
      .in_b(B_add),
      .in_c(1'b0),
      .out_s(OUT_add),
      .out_c(CARRY_add)
   );
   lab4_3 ripple_subtractor(
      .in_a(A_sub),
      .in_b(B_sub),
      .in_c(1'b1),
      .out_s(OUT_sub),
      .out_c(CARRY_sub)
   );
    lab4_4 multiplier(
      .in_a(A_mul),
      .in_b(B_mul),
      .out_m(OUT_mul)
    );
    always @(posedge clk) begin
        led[0:4] = sw[0:4];
        led[5:7] = sw[5:7];
        A_mul = sw[0:4];
        B_mul = sw[5:7];
        led[8:15] = OUT_mul;
    end
endmodule
File: ./config.mk
export PLATFORM = sky130hd
export DESIGN_NAME = lab4_fpga
export DESIGN_NICKNAME = lab4_fpga
export VERILOG_FILES = /design/flow/design.v
export SDC_FILE = /design/flow/constraint.sdc
export NUM_CORES = 4
export LEC_CHECK = 1
export CORE_AREA = 10 10 79 79
export DIE_AREA = 0 0 89 89
File: ./run.sh
#!/bin/bash
# OpenROAD 26Q1-2900-gdf79404cd8, Yosys 0.63+post, stock flow scripts
make -C /OpenROAD-flow-scripts/flow DESIGN_CONFIG=/design/flow/config.mk WORK_HOME=/design/flow/orfs finish
==> summary.txt <==
flow finished, numbers: Simple Share, Synth 10.8%, vias per cell between 2 and 3, DR pass1 iterations 3, deepest clock path buffer count 2, Multiplexer share 0%, floorplan utilization between 10% and 20%, Period minus WS final between 3 and 4 ns, Synth area leader dfxtp_1, CP startpoint kind register, Post-synth area hogs dfxtp_1 45%, fa_1 20%, buf_4 13%, setup TNS 0 ns, WP data required between 4 and 5 ns, CP dominant cell by count fa_1, share of synthesized registers carrying an async set or reset 0%, DIE HEIGHT 89 µm, P&R area growth vs syn 44.5%, largest net degree at the start of global routing 10, detailed-route wire length approximately 1400 µm, initial antenna violation count 0, synth warn 15, P_int 270 µW, Final Cell Area between 1000 and 1500 µm², Post-CTS Setup Inserts 0, synthesized area between 700 and 800 µm², worst endpoint data arrival time approximately 3.5 ns, DRC 0, Main logic family adder cells, Antenna Cells 0, fin crit share ~73%, GPL Wtd Cong about 0.75, Antenna Nets Post-Route 0, grt ovf 0, total power divided by cell area about 330 nW/µm², worst vdd ir 0.0821 mV, min-delay worst type register to register, tool warnings 38, first-iteration detailed-routing DRC count 10, final setup fails 0, CP Class register to register, Total GRT Usage 3.43%, Post-CTS Hold Buffers 0, fraction of the mapped netlist area in adder cells 25.2%, # Cells Yosys approximately 64, Sink Count 16, fmax approximately 300 MHz, post-synthesis sequential area ratio 45.4%, clk root buf clkbuf_8, Yosys cell types 8, worst skew pair latency 0.25 ns, P_sw ~70 µW, number of enable flip-flop cells 0, Final HPWL DP approximately 1200 µm, Syn Inst Count around 64, YS chip area ~710 µm², Area leader share between 40% and 50%, Buffers on Ports 24, WL per Instance slightly below 10 µm, Die Wd 89 µm, Synth flops 16, Slew Limit Fails 0, Post-DP Area 965 µm², Logic pwr share between 10% and 20%, Pleak between 0.4 and 0.5 nW, final core occ between 20% and 30%, Clock Pin Slew Worst Setup and Hold Paths 0.06 ns, Setup Skew 0.00177 ns, unrepaired setup endpoints after global routing no, ys flop type dfxtp_1, io pins 50, CTS tree yes, Core Footprint between 4000 and 5000 µm², CP max stage delay approximately 0.47 ns, global-route wire length before repair approximately 2100 µm, total die area around 7900 µm², layout cells sized above 1 ~4.4%, final hold vios 0, XOR Share, Synth 0%, Seq pwr share between 40% and 50%, row count 25, clock power share between 30% and 40%, H-Tree Depth 1, Post-synth top cells 16 x dfxtp_1, 12 x buf_4, 10 x inv_1, sw frac about a fifth, Max Cap Viol 0, crit-path cells and2_1 -> ha_1 -> inv_1 -> fa_1 -> fa_1 -> fa_1 -> fa_1 -> fa_1 -> inv_1 -> fa_1, routed vias ~430, crit end category register, Post-CTS Resized 0, most frequent cell after synthesis dfxtp_1, outcome finished clean, vias in the first global route about 450, Synth Area per Inst approximately 11 µm², slowest stage cell, crit path fa_1, total CTS buffers 3, Worst Path Max Fanout 6, ao+oa area frac 0%
through the flow:
| step | hold slack [ns] | cells | power (mW) | setup slack, ns |
|---|---|---|---|---|
| floorplan | 0.442 | 75 | 0.186 | 1.38 |
| global placement | 0.514 | 141 | 0.223 | 1.22 |
| detailed placement | 0.520 | 141 | 0.223 | 1.22 |
| CTS | 0.532 | 145 | 0.348 | 1.21 |
| global route | 0.561 | 145 | 0.360 | 1.07 |
| finish | 0.525 | 145 | 0.339 | 1.24 |
worst paths after layout:
check,endpoint,startpoint,cells past startpoint,slack [ns]
hold / removal,led[15],A_mul[0],1,0.52
hold reg to reg,led[15],A_mul[0],1,0.52
setup / recovery,led[9],B_mul[0],10,1.24
setup reg to reg,led[9],B_mul[0],10,1.24
state kept, by name (all words and copies together) (netlist names):
register / cells
B_mul: 2
A_mul: 4
led: 10
power by group through the flow:
stage     Combinational (mW)  Clock (mW)  Sequential, mW
4_1_cts               0.0585       0.127           0.162
5_1_grt               0.0649       0.132           0.163
6_report              0.0553       0.123           0.161
layout make-up:
cell class                 instances  area, µm²
tap                               54       67.6
inverter                          10       37.5
sequential                        16        320
fill                             478       3640
clock buffer                       4       55.1
timing repair buffer              24        240
multi-input combinational         37        299
routing by layer:
metal | vias to the layer above | part of all wire [%] | global-route usage (%)
li1 | 213 | - | -
met1 | 191 | 36 | 3.86
met2 | 22 | 47 | 5.45
met3 | 5 | 13 | 1.74
met4 | 0 | 4.4 | 1.30
met5 | - | 0 | 0
worst max-delay path: cells and delay by family, from the launching register on:
family	cells	cell delay [ns]
buffers and inverters	2	0.11
DFF	1	0.41
and+or+nand+nor	1	0.15
adders and majority gates	7	2.57
cells in the final DEF, fill, tap and decap left out:
master and n:
and2_1 8, clkbuf_8 4, clkdlybuf4s50_1 24, conb_1 12, dfxtp_1 16, fa_1 7
ha_1 3, inv_1 10, nand2_1 7
kinds of logic (layout without fill, tap and decap cells):
| family | count (synthesis) | after routing |
|---|---|---|
| buffers and inverters | 22 | 38 |
| DFF | 16 | 16 |
| and+or+nand+nor | 15 | 15 |
| adders and majority gates | 10 | 10 |
| other | 1 | 12 |
No activity file was given, so power comes from the tool's default toggle rates.
